==> /design/flow/design.v <==
module forward_unit(rs_i , rt_i , ex_mem_rd_i , mem_wb_rd_i , ex_mem_regwrite_i , mem_wb_regwrite_i , forwarda_o , forwardb_o);
input [4:0]rs_i;
input [4:0]rt_i;
input [4:0]ex_mem_rd_i;
input [4:0]mem_wb_rd_i;
input mem_wb_regwrite_i;
input ex_mem_regwrite_i;
output [1:0]forwarda_o;
output [1:0]forwardb_o;
reg [1:0]forwarda_o;
reg [1:0]forwardb_o;
always@(*)begin
	if(ex_mem_rd_i != 0 && ex_mem_regwrite_i == 1 && ex_mem_rd_i == rs_i) forwarda_o = 2;
	else if(mem_wb_rd_i != 0 && mem_wb_regwrite_i == 1 && mem_wb_rd_i == rs_i) forwarda_o = 1;
	else forwarda_o = 0;
	if(ex_mem_rd_i != 0 && ex_mem_regwrite_i == 1 && ex_mem_rd_i == rt_i) forwardb_o = 2;
	else if(mem_wb_rd_i != 0 && mem_wb_regwrite_i == 1 && mem_wb_rd_i == rt_i) forwardb_o = 1;
	else forwardb_o = 0;
end
endmodule
==> /design/flow/run.sh <==
#!/bin/bash
# OpenROAD 26Q1-2900-gdf79404cd8, Yosys 0.63+post, stock flow scripts
make -C /OpenROAD-flow-scripts/flow DESIGN_CONFIG=/design/flow/config.mk WORK_HOME=/design/flow/orfs finish
==> /design/flow/config.mk <==
export PLATFORM = sky130hd
export DESIGN_NAME = forward_unit
export DESIGN_NICKNAME = forward_unit
export VERILOG_FILES = /design/flow/design.v
export SDC_FILE = /design/flow/constraint.sdc
export NUM_CORES = 4
export LEC_CHECK = 1
export CORE_AREA = 10 10 70 70
export DIE_AREA = 0 0 80 80
==> /design/flow/constraint.sdc <==
current_design forward_unit

set clk_period 2.3
set clk_io_pct 0.2

create_clock -name clk0 -period $clk_period

set non_clock_inputs [all_inputs -no_clocks]
set_input_delay [expr $clk_period * $clk_io_pct] -clock clk0 $non_clock_inputs
set_output_delay [expr $clk_period * $clk_io_pct] -clock clk0 [all_outputs]
==> flow_summary.yaml <==
# generated from flow reports
outcome:
  status: "completed"
final_layout:
  comb_area_sq_um: 363
  flop-count: 0
  area_delta_synth_final_pct: 195
  finish.utilization_pct: 22.2
  regArea_sq_um: 0
  nClkBuffers: 0
  final_layout_size_suffix_gt1_share_pct: 46.6
  fin_area_sq_um: 759
  fillers: 383
grt:
  grt_max_degree: 4
  gr-max-usage-layer: "met1"
  use_met1_pct: 7.40
  antenna_found_initial: 0
  grt_usage_pct: 4.11
  grt_pass1_wl_um: 2130
  met2_usage_pct: 3.53
  grt-ovfl-total: 0
  grt_use_met3_pct: 2.50
  grt_pass1_vias: 442
critical_path:
  startpoint_type: "input port"
  required_ns: 1.84
  crit_path_end_kind: "primary output"
  cp_max_fo: 2
  crit_type: "in -> out"
  arrival_ns: 1.83
floorplan:
  io_pins: 26
  std_cell_rows: 21
  die_area_sq_um: 6400
  die_w_um: 80
  fp-utilization_pct: 7.55
  core-area_sq_um: 3420
  die_h_um: 80
sta:
  worst_pin_slew_ns: 0.246
  fmax_ghz: 0.437
  setup_violations: 0
  fin_crit_sh_pct: 99.5
  fin_ws_ns: 0.0109
  maxSlewViolCount: 0
  setup_tns_ns: 0
  min_period_ns: 2.29
  hold_viol_final: 0
  maxSlewHeadroom_pct: 83.5
  grt_setup_unrepaired: "yes"
placed_design:
  placed_area_sq_um: 673
  gp_congestion: 0.945
  dp_slack_ns: -0.709
  io_buffers: 26
worst_hold_path:
  worstHoldPathType: "in -> out"
  min_delay_worst_endpoint: "forwardb_o[0]"
  hold_start: "mem_wb_rd_i[3]"
  hold_depth: 5
power_and_ir_drop:
  powerDensity_nw_per_um2: 165
  cellLeakagePower_nw: 0.314
  vdd_drop_max_v: 0.0000811
logic_synthesis:
  syn_inst: 34
  ys_area_sq_um: 258
  top_cells_by_count: "xnor2_1 (16), nor4_1 (4), xor2_1 (4)"
  netlist.area_leader.share_pct: 54.4
  synth_area_sq_um: 258
  area_leaders: "xnor2_1 (54%), xor2_1 (14%), nor4_1 (9.7%)"
  synth.distinct_cells: 9
  top_area_cell: "xnor2_1"
  yosysCellCount: 34
  most_common_cell: "xnor2_1"
  syn_avg_cell_area_sq_um: 7.58
  ys_seq_share_pct: 0
  yosys_warnings: 1
routing:
  drt_first_pass_iters: 2
  vias_per_cell: 3.36
  wl_per_cell_um: 11.8
  num_antenna_cells: 0
  drcViolationCount: 0
  vias: 400
  drt_first_iter_violations: 6
  drt-total-wl_um: 1400
  ant_nets: 0
job:
  warning_count: 34
  maxCapViolCount: 0
clock_network:
  cts_hold_buf: 0
worst max-delay path by stage:
| stage | from | to | slack (ns) | cells past startpoint |
|---|---|---|---|---|
| finish | ex_mem_rd_i[3] | forwardb_o[0] | 0.01 | 7 |
| global route | ex_mem_rd_i[3] | forwardb_o[0] | -0.04 | 7 |
| CTS | mem_wb_rd_i[2] | forwarda_o[0] | -0.08 | 5 |
worst max-delay path, cell delays in order:
cell and delay, ns:
buf_6 0.09, or4_4 0.55, o21ai_4 0.18, buf_6 0.13
nor4_4 0.03, nor4_2 0.23, buf_2 0.15
where the power goes:
part           leakage, nW  internal [W]  switching [W]
sequential               0             0              0
clock                    0             0              0
combinational        0.314     0.0000724      0.0000527
total                0.314     0.0000724      0.0000527
stage by stage:
stage / total power (W) / cells / hold WS [ns]
final: 0.000125 / 119 / 1.44
after global routing: 0.000134 / 119 / 1.49
after CTS: 0.000119 / 118 / 1.45
after detailed placement: 0.000108 / 119 / 1.92
after global placement: 0.000107 / 119 / 1.92
after floorplan: 0.0000351 / 34 / 0.993
layout by cell type (no fill, tap or decap):
cell / count
dlygate4sd2_1: 10
buf_2: 4
clkdlybuf4s15_2: 1
nor4_4: 2
nor2_4: 1
clkbuf_2: 1
buf_4: 10
xnor2_2: 4
nand4_1: 2
nand2_1: 2
buf_6: 4
o21ai_4: 1
nand3_2: 2
clkdlybuf4s50_1: 6
or4_4: 2
clkdlybuf4s15_1: 1
dlymetal6s2s_1: 2
nor4_2: 2
xnor2_1: 12
xor2_1: 4
layer usage:
layer  vias up  share of wire (%)
met5         -                  0
met4         0                  0
met3         0                 16
met2        26                 23
met1       172                 62
li1        202                  -
timing repair:
item	in CTS	in global routing
gates resized	47	13
pin swaps	11	2
setup endpoints to repair	4	2
setup buffers	0	1
final cells by class:
class / instances / share of cell area (%)
multi-input combinational: 34 / 47.8
tap: 46 / 7.58
timing repair buffer: 39 / 44.6
kinds of logic (layout without fill, tap and decap cells):
| logic type | after synthesis | count (layout) | synth area share (%) |
|---|---|---|---|
| buffers and inverters | 0 | 39 | 0 |
| AOI/OAI and AO/OA | 1 | 1 | 3.40 |
| and+or+nand+nor | 13 | 13 | 28.6 |
| xor gates and xnor gates | 20 | 20 | 68.0 |
Power is estimated from default activity; no workload was simulated.
